===== flow/run.sh =====
#!/bin/bash
# OpenROAD 26Q1-2900-gdf79404cd8, Yosys 0.63+post, stock flow scripts
make -C /OpenROAD-flow-scripts/flow DESIGN_CONFIG=/design/flow/config.mk WORK_HOME=/design/flow/orfs finish

===== flow/config.mk =====
export PLATFORM = sky130hd
export DESIGN_NAME = dummy_in_out
export DESIGN_NICKNAME = dummy_in_out
export VERILOG_FILES = /design/flow/design.v
export SDC_FILE = /design/flow/constraint.sdc
export NUM_CORES = 4
export LEC_CHECK = 1
export CORE_UTILIZATION = 50

===== flow/constraint.sdc =====
current_design dummy_in_out

set clk_period 2.4
set clk_io_pct 0.2

create_clock -name clk0 -period $clk_period [get_ports {clk}]

set non_clock_inputs [all_inputs -no_clocks]
set_input_delay [expr $clk_period * $clk_io_pct] -clock clk0 $non_clock_inputs
set_output_delay [expr $clk_period * $clk_io_pct] -clock clk0 [all_outputs]

===== flow/design.v =====
`timescale 1ns / 1ps
module FIFO_Buffer
#(parameter DATA_WIDTH = 8,
  parameter ADD_BIT = 2)  
(input [DATA_WIDTH-1:0] Data_in,
 input clk, rst, write, read,
 output [DATA_WIDTH-1:0] Data_out,
 output empty, full
 );
 reg [DATA_WIDTH-1:0] fifo[2**ADD_BIT-1:0]; 
 reg [ADD_BIT-1:0] rd_ptr_reg, rd_ptr_next, rd_ptr_succ;
 reg [ADD_BIT-1:0] wr_ptr_reg, wr_ptr_next, wr_ptr_succ;
 reg full_reg, full_next, empty_reg, empty_next;
 wire wr_en;
 always@(posedge clk)
	begin
		if(wr_en)
			fifo[wr_ptr_reg] <= Data_in;	
	end
assign Data_out = fifo[rd_ptr_reg];
assign wr_en = write & (~full_reg);
always@(posedge clk, posedge rst)
	begin
		if(rst)
			begin
				rd_ptr_reg <= 0;
				wr_ptr_reg <= 0;
				full_reg <= 1'b0;
				empty_reg <= 1'b1;
			end
		else
			begin
				rd_ptr_reg <= rd_ptr_next;
				wr_ptr_reg <= wr_ptr_next;
				full_reg <= full_next;
				empty_reg <= empty_next;
			end
	end
always @*
	begin
		rd_ptr_succ = rd_ptr_reg + 1;
		wr_ptr_succ = wr_ptr_reg + 1;
		wr_ptr_next = wr_ptr_reg;
		rd_ptr_next = rd_ptr_reg;
		full_next = full_reg;
		empty_next = empty_reg;
		case({write,read})
			2'b01:  
				if(~empty_reg)  
					begin
						rd_ptr_next = rd_ptr_succ;
						full_next = 1'b0;
						if(rd_ptr_succ == wr_ptr_reg)
							empty_next = 1'b1;
					end
			2'b10:  
				if(~full_reg)  
					begin
						wr_ptr_next = wr_ptr_succ;
						empty_next = 1'b0;
						if(wr_ptr_succ == rd_ptr_reg)
							full_next = 1'b1;
					end
			2'b11:  
				begin 
					rd_ptr_next = rd_ptr_succ;
					wr_ptr_next = wr_ptr_succ;
				end
		endcase
	end
assign full = full_reg;
assign empty = empty_reg;
endmodule
`timescale 1ns / 1ps
module block_input
#(parameter DATA_WIDTH = 8,
  parameter N_REGISTER = 3,
  parameter N_ADD = 2)
(
input [N_ADD-1:0] X_cur,Y_cur,   
input clk,rst,
input grant,  
input val,   
output ret,  
input [DATA_WIDTH-1:0]Data_in,  
output [DATA_WIDTH-1:0]Data_out,
output [N_REGISTER-1:0] register    
    );
wire write_wire, read_wire;
wire empty_wire,full_wire; 
wire [DATA_WIDTH-1:0]Data_bus;
input_flow_control IFC(.val(val),.full(full_wire),.ret(ret),.write(write_wire));
FIFO_Buffer BUFFER(.Data_in(Data_in),
							.clk(clk),.rst(rst),
							.write(write_wire),.read(read_wire),
							.empty(empty_wire),.full(full_wire),
							.Data_out(Data_bus));
input_controler RC(.X_cur(X_cur),.Y_cur(Y_cur),
							.Data_in(Data_bus),.Data_out(Data_out),
							.clk(clk),.rst(rst),
							.register(register),.read(read_wire),
							.empty(empty_wire),.grant(grant));
endmodule
`timescale 1ns / 1ps
module dummy_in_out
#(	parameter DATA_WIDTH = 8,
	parameter N_ADD = 2,
	parameter N_REGISTER = 3)
(input [N_ADD-1:0] X_address,Y_address,   
input clk,rst,
input grant,
input [DATA_WIDTH-1:0]Data_in,  
output [DATA_WIDTH-1:0]Data_out,
output [DATA_WIDTH-1:0]Data_bus,
output [N_REGISTER-1:0] register,
output full,
output val,ret
    );
wire [DATA_WIDTH-1:0] data_bus;
wire w_val,w_ret;
block_input INPUT_S(.X_cur(X_address),.Y_cur(Y_address),.clk(clk),.rst(rst),
							.Data_in(data_bus),.Data_out(Data_out),.register(register),
							.grant(grant),.val(w_val),.ret(w_ret));
output_controller OUT(.ret(w_ret),.full_ret(full),.val(w_val),
								.Data_in(Data_in),.Data_out(data_bus)
								);
assign val = w_val;
assign ret = w_ret;
assign Data_bus = data_bus;
endmodule
`timescale 1ns / 1ps
module input_controler
#(parameter DATA_WIDTH = 8,
  parameter N_REGISTER = 3,
  parameter N_ADD = 2)
(input [N_ADD-1:0] X_cur,Y_cur,
 input [DATA_WIDTH-1:0] Data_in,
 output reg [DATA_WIDTH-1:0] Data_out,
 input empty,grant,
 input clk,rst,
 output wire read,
 output reg [N_REGISTER-1:0] register
 );
reg [N_ADD-1:0] x_add_cur,y_add_cur;
reg [DATA_WIDTH-1:0] data_reg;
reg [N_ADD-1:0] x_add_des,y_add_des;
localparam [N_REGISTER-1:0] not_register = 3'b111;
always@(posedge clk, posedge rst)
	begin
		if(rst)
			begin
				x_add_cur = X_cur;
				y_add_cur = Y_cur;
				Data_out = 0;
				register = not_register;
			end
		else
			begin
				if(empty == 0)
				begin
					data_reg = Data_in;
					x_add_des = {data_reg[1],data_reg[0]};  
					y_add_des = {data_reg[3],data_reg[2]};  
					Data_out = data_reg;
					if(x_add_des == x_add_cur)
						begin
							if(y_add_des == y_add_cur)
								register = 3'b000;  
							else
								begin
									if(y_add_des > y_add_cur)
										register = 3'b011;  
									if(y_add_des < y_add_cur)
										register = 3'b100;  
								end
						end
					else
						begin
							if(x_add_des > x_add_cur)
								register = 3'b001;  
							if(x_add_des < x_add_cur)
								register = 3'b010;  
						end
				end
				if(empty == 1)
					begin
						Data_out = 0;
						register = not_register;
					end
			end
	end
assign read = (rst == 0 && empty == 0 && grant == 1) ? 1'b1 : 1'b0;
endmodule
`timescale 1ns / 1ps
module input_flow_control
(input val,full,
 output ret,write
 );
assign write = (full == 0 && val == 1)? 1'b1 : 1'b0;
assign ret = full;
endmodule
`timescale 1ns / 1ps
module output_controller
#(parameter DATA_WIDTH = 8)
(
input ret,  
output full_ret,   
input [DATA_WIDTH-1:0] Data_in,
output [DATA_WIDTH-1:0] Data_out,
output val  
 );
assign Data_out = Data_in;
assign val = (ret == 0 && Data_in!= 0) ? 1'b1 : 1'b0;  
assign full_ret = ret;
endmodule

==> results.env <==
FINAL_CORE_UTILIZATION=0.663
SETUP.WORST_PATH.START_CLASS='input port'
TIMING.CRITICAL_PATH.MAX_DELAY_FAMILY='buffers and inverters'
COUNT_LEADER_SYNTH='edfxtp_1'
YOSYS.AREA_SHARE.SIMPLE=0.0806
YOSYSWARNINGCOUNT=4
CLOCK_TREE_ROOT='clkbuf_8'
DATA_ARRIVAL_AT_THE_ENDPOINT_OF_THE_CRITICAL_PATH_NS=1.87
DP_HPWL_MM=2.55
BOUNDARYPINS=37
NFILLCELLS=286
PATH_CLK_SLEW_NS=0.08
REG2REG_FROM='INPUT_S.BUFFER.rd_ptr_reg[0]$_DFFE_PP0P_'
FIRST_PASS_GRT_WIRE_LENGTH_MM=5.73
SYNTH-AREA-YOSYS_UM2=2170
POST-PLACE-CELLS=220
FLOORPLAN.DIE_AREA_UM2=4610
ASYNCSETRESETFLOPFRACSYNTH=0.321
SYNTH.LOGIC.TOP_FAMILY='multiplexers'
DETAILEDROUTE.FIRSTITERATIONVIOLATIONS=37
FINAL.SETUP_SKEW_NS=0.00452
TOTAL_CORE_AREA_UM2=4090
MAX_CAP_VIOL_COUNT=0
POST_LAYOUT_NONFILLER_INSTANCES=228
WORSTSKEWPAIRLATENCY_NS=0.29
CP_DATA_REQUIRED_TIME_NS=1.92
PERIOD_USED_SHARE=0.980
LOG.WARNING_COUNT=29
LEAKAGEPOWER_nW=1.06
DETAIL_ROUTE.ANTENNA_DIODES=0
SETUP.REG_TO_REG.WORST_SLACK_NS=0.27
GRT_PASS1_VIAS=1201
YOSYSTOPAREACELL='edfxtp_1'
NUMBER_OF_SETUP_VIOLATIONS_IN_THE_FINAL_REPORT=0
YS_TOP_CELLS_BY_AREA='edfxtp_1 (44%), dfrtp_1 (15%), mux4_2 (5.2%), dfstp_2 (4.8%), ha_1 (4.6%)'
CRIT_PATH_MAX_DELAY_CELL_TYPE='clkdlybuf4s50_1'
YOSYSCELLCOUNT=132
ANTENNA_FOUND_INITIAL=0
WORST_PATH_LARGEST_CELL_DELAY_NS=0.52
REGISTERS.TOP_BY_FF_COUNT='INPUT_S.BUFFER.fifo'
CLOCK_TREE.BUFFER_DEPTH=2
SYNTHESIS.AREA_PER_INSTANCE_UM2=16.5
CRIT_FANOUT=2
RELSLEWSLACK=0.540
SYNTH-EDFF-COUNT=32
PORT-BUFFER-COUNT=36
MAPPEDNETLISTAREA_UM2=2170
SYNTHTOLAYOUTAREAGROWTH_PCT=24.6
DIE_HEIGHT_UM=67.9
DRT_DRC_VIOLATIONS_LEFT=0
DIE_W_UM=67.9
VIA_COUNT=1175
VIASPERCELL=5.15
POWER-PER-CELL-AREA_nW_PER_UM2=1120
NUMBER_OF_FLIP_FLOPS_UNDER_THE_LARGEST_REGISTER_NAME=32
FP_DENSITY=0.532
TOPROUTINGLAYERUSED='met4'
HOLDCRITPATHCLASS='flop to flop'
YS.FLOPS=53
MAX_FCLK_MHz=425
FINAL_ANTENNA_NET_COUNT=0
MET3WIRELENGTH_UM=232
CP.BUFFERS_INVERTERS=2
RSZ0062_AT_GRT='false'
WORST_HOLD_STARTPOINT='INPUT_S.BUFFER.empty_reg$_DFFE_PP1P_'
SYNTH.TOP_CELLS.BY_COUNT='edfxtp_1 (32), dfrtp_1 (13), and2_1 (10)'
TOP_CELL_AREA_SHARE=0.442
SYN-INSTANCE-COUNT=132
SYNTH.CELLMIX.COMPOUNDSHARE=0.0282
FP-ROW-COUNT=23
XOR_XNOR_SHARE_OF_THE_SYNTHESIZED_AREA=0.0242
TIMING_HOLD_VIOLATIONS_FINAL=0
POST_ROUTE_MINIMUM_PERIOD_NS=2.35
YS_DOMINANT_REG_CELL='edfxtp_1'
UNCONSTRAINED_ENDPOINTS=4
CTS_INSERTED_BUFFERS=5
GRT-OVFL-TOTAL=0
DRTPASS1ITERATIONS=4
CLASS_OF_THE_MOST_CRITICAL_SETUP_PATH='input port to primary output'
MET2WIRELENGTH_MM=1.80
STATUS='finished, final reports clean'
POSTROUTEWIRELENGTH_MM=3.62
FINALWEIGHTEDCONGESTION=0.771
POSTLAYOUTSETUPSLACKWORST_NS=0.0471
MAXIMUM_LEVEL_OF_THE_CTS_H_TREE=2
HIGHEST_IR_DROP_SEEN_ON_VDD_V=0.000679
FINAL_LAYOUT_SIZE_SUFFIX_GT1_FRAC=0.185
M1WIRELENGTH_MM=1.53
WIRE_PER_INST_UM=15.9
DRV_SLEW=0
NUMBER_OF_REGISTER_PINS_THAT_NO_CLOCK_REACHES=4
CLOCK_TREE_FROM_TRITONCTS='done'
GRT_START_MAX_NET_PINS=18
DPL_WORST_SLACK_NS=-0.00157
CP-STARTPOINT='Data_in[1]'
TIMING.CRITICAL_PATH.TO_TYPE='primary output'
HOLD_SLACK_NS=0.512
GROUTE.USAGE.OVERALL=0.190
SYNTH.DISTINCT_CELLS=31
MUX_AREA_FRAC=0.0979
ADDER_SHARE=0.0461
WORST-SLEW-PIN-TRANSITION_NS=0.690
CRIT_CHAIN='clkdlybuf4s50_1 > nor4_4 > a21oi_2 > clkdlybuf4s50_1'
CRITPATHMOSTFREQUENTCELL='clkdlybuf4s50_1'
==> per-layer routing <==
layer	vias to the layer above	GRT usage
met1	567	0.284
met3	7	0.0574
met5	-	0
met4	0	0.0313
li1	561	-
met2	40	0.305
==> placed cells by master (no fill, tap or decap), drive strengths merged, types with 2 or more instances in the layout <==
cell / n
nand3: 2
xor2: 2
clkdlybuf4s50: 34
nand2: 4
xnor2: 4
buf: 13
dfrtp: 13
a21oi: 3
nor2: 2
nand2b: 2
nor2b: 2
mux4: 8
inv: 9
a211o: 2
edfxtp: 32
dlxtp: 4
nor4: 2
dfstp: 4
clkinv: 3
clkbuf: 5
ha: 8
and2: 10
==> per-stage QoR <==
step                      total power [mW]  setup TNS [ns]  instance area [µm²]
after floorplan                       2.10               0                 2170
after global placement                2.59        -0.00360                 2610
after detailed placement              2.62        -0.00157                 2610
after CTS                             3.06               0                 2700
after global routing                  3.26               0                 2710
final                                 3.02               0                 2710
==> power breakdown <==
group / switching [mW] / total [mW] / internal [mW] / leakage, nW
Sequential: 0.125 / 1.37 / 1.24 / 0.521
Clock: 0.248 / 0.444 / 0.196 / 0.0430
Combinational: 0.502 / 1.21 / 0.704 / 0.500
Total: 0.875 / 3.02 / 2.15 / 1.06
==> cells by family after synthesis <==
family,count (synthesis)
latches,4
xor gates and xnor gates,6
DFF,49
AOI/OAI and AO/OA,8
and+or+nand+nor,27
adders and majority gates,8
muxes,10
buffers and inverters,20
==> area by class of cell <==
class | instances | area [µm²] | share of cell area
repair buffers | 49 | 459 | 0.170
clock buffers | 5 | 68.8 | 0.0254
flip-flops and latches | 53 | 1450 | 0.536
clock inverters | 3 | 12.5 | 0.00462
inverters | 9 | 33.8 | 0.0125
well taps | 50 | 62.6 | 0.0231
multi-input cells | 59 | 619 | 0.229
==> final timing paths <==
kind	endpoint	depth (start not counted)
max	val	4
min	INPUT_S.RC.Data_out[2]$_DFF_PP0_	1
max reg2reg	INPUT_S.RC.register[1]$_DFFE_PP1P_	5
min reg2reg	INPUT_S.RC.Data_out[2]$_DFF_PP0_	1
max in group asynchronous	INPUT_S.RC.Data_out[3]$_DFF_PP0_	2
min in group asynchronous	INPUT_S.RC.Data_out[0]$_DFF_PP0_	2
==> timing repair <==
action                                  CTS  global route
setup buffers                             0             0
endpoints found under the setup margin    1             1
hold buffers                              0             0
pin swaps                                 1             1
gates resized                             2             2
Power figures rest on the tool's default switching activity, not on a simulated workload.
